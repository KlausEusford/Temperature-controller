**./design.v**
```verilog
module	data_change(key1_in,key2_in,key3_in,data_warn,show_flag,flash_flag);
input	key1_in;
input	key2_in;
input	key3_in;
output	reg [11:0]data_warn;
output	reg show_flag;
output	reg	[2:0]flash_flag;
reg	change_flag;
initial data_warn=12'd200; 
initial	show_flag=1'b0;
always @(posedge key3_in &&(!key1_in))		
	begin
	show_flag<=~show_flag;
	end
always @(posedge key2_in)
	begin
	if(show_flag)					
		begin
		case(flash_flag)
		2'd0:						
				begin
					if(data_warn%10==9)
						data_warn<=data_warn-12'd9;
					else
					data_warn<=data_warn+12'd1;		
				end	
			2'd1:
				begin
					if(data_warn/10%10==9)
						data_warn<=data_warn-12'd90;		
					else
					data_warn<=data_warn+12'd10;
				end			
			2'd2:
				begin
					if(data_warn/100==9)
						data_warn<=data_warn-12'd900;			
					else
					data_warn<=data_warn+12'd100;
				end
			endcase
		end
	end
always @(posedge key1_in&&(!key3_in))		
	begin
	if(show_flag)								
		begin
			begin
			if(flash_flag==2)
			flash_flag<=3'b0;
			else
			flash_flag<=flash_flag+3'd1;		
			end		
		end
	end
endmodule 
```
**./run.sh**
```bash
#!/bin/bash
# OpenROAD 26Q1-2900-gdf79404cd8, Yosys 0.63+post, stock flow scripts
make -C /OpenROAD-flow-scripts/flow DESIGN_CONFIG=/design/flow/config.mk WORK_HOME=/design/flow/orfs finish
```
**./config.mk**
```make
export PLATFORM = sky130hd
export DESIGN_NAME = data_change
export DESIGN_NICKNAME = data_change
export VERILOG_FILES = /design/flow/design.v
export SDC_FILE = /design/flow/constraint.sdc
export NUM_CORES = 4
export LEC_CHECK = 1
export CORE_UTILIZATION = 40
```
**./constraint.sdc**
```tcl
current_design data_change

set clk_period 17.1
set clk_io_pct 0.2

create_clock -name clk0 -period $clk_period [get_ports {key2_in}]

set non_clock_inputs [all_inputs -no_clocks]
set_input_delay [expr $clk_period * $clk_io_pct] -clock clk0 $non_clock_inputs
set_output_delay [expr $clk_period * $clk_io_pct] -clock clk0 [all_outputs]
```
==> notes.md <==
Flow results.

- The post-synthesis instance total is 1180.
- The tally of unique sky130hd cells used after synthesis is 123.
- The clock group share of total power is 0.565.
- The routed design ends up with an antenna cell count of 0.
- The number of max-capacitance violations reported is 0.
- The tally of OpenROAD warnings is 37.
- The total setup violations reported at the end of the flow is 7.
- The pin count of the biggest net entering global routing is 30.
- Routability-driven placement finished with a final weighted congestion of 0.936.
- The critical-path maximum fanout is 4.
- The global-route congestion overflow total is 0.
- The final hold violation count is 0.
- The report lists the power per cell area as 6.55 nW/um2.
- STA classifies the critical path startpoint as a flip-flop.
- The setup TNS is -3.20 ns.
- The number of nets with antenna violations after routing is 0.
- The floorplan die area is 21600 um2.
- The final timing report lists clock skew as 0.00433 ns.
- The critical path's slowest stage uses the library cell sky130_fd_sc_hd__or4_4.
- The area added between synthesis and finish is 40.1%.
- In this run the tool buffered the top-level ports with 18 buffer cells.
- Counting flops with an async set or reset pin after synthesis yields a share of 0.
- In this run the tightest slew margin relative to its limit is 0.440.
- In this run, synthesis inferred 15 flip-flops with an integrated enable.
- The switching portion of total power comes to 0.175.
- For reference, the post-synthesis area per instance comes to 7.13 um2.
- The initial antenna violation count was 0.
- The synthesis warning total is 1.
- The pre-CTS setup check shows a worst slack of -0.818 ns.
- The number of register pins that no clock reaches is 4.
- The via count of the first global-routing pass is 9281.
- In this run the static leakage power is 5.02 nW.
- The aggregate global-route resource usage is 0.254.
- The share of the Yosys chip area taken by registers is 0.0559.
- The floorplan step set the die width to 147 um.
- The instance area at placement is 10700 um2.
- STA classifies the critical path endpoint as a flip-flop.
- The clock root buffer is sky130_fd_sc_hd__clkbuf_16.
- The worst voltage drop across the vdd grid is 13.9 uV.
- The minimum clock period after layout is 17.94 ns.
- The design draws 77.2 uW.
- The critical path's largest stage delay is 0.50 ns.
- The critical path data arrival time is 17.93 ns.
- The number of buffers created by CTS is 3.
- Yosys stat counts 1180 cells in the synthesized netlist.
- The largest area contributor in the synthesized netlist is sky130_fd_sc_hd__ha_1.
- Summed over all layers, the routed wires come to 27300 um.
- The cell family contributing the most delay on the critical path is AND-OR/OR-AND gates.
- After synthesis, the cell types taking the most area are sky130_fd_sc_hd__ha_1 12%, sky130_fd_sc_hd__edfxtp_1 5.4%, sky130_fd_sc_hd__a21oi_1 5.2%.
- The share of power burned in combinational logic is 0.015.
- For this run, the detailed router's first-pass iteration total came to 5.
- The final worst slack is -0.840 ns.
- The first-pass GRT wire length is 45100 um.
- The register bit total from synthesis is 16.
- The total placed cells including tap cells is 1645.
- The utilization after layout is 0.577.
- The initial utilization of the core area, before any placement, comes to 0.412.
- The total vias in the final route is 10000.
- The per-cell routed wire length is 15.9 um.
- The power report lists cell-internal power as 63.7 uW.
- The count of pins on the block boundary is 19.
- The clock input transition at the sequential cells of the worst setup and hold paths is 0.05 ns.
- The H-tree depth is 1.
- Detailed placement finished with a half-perimeter wire length of 20800 um.
- Of the available clock period, the critical path in the final layout requires 1.05.
- For the pin with the worst max-slew slack, the measured transition is 0.833 ns.
- For reference, the final report shows the max-slew violation count at 0.
- The fmax is 0.0557 GHz.
- Summed over all nets, the switching power comes to 13.5 uW.
- The kind of path behind the tightest hold check is flip-flop to flip-flop.
- Per the OpenROAD floorplan log, the height of the die is 147 um.
- The most prevalent standard cell on the critical path is sky130_fd_sc_hd__buf_4.
- The post-CTS hold buffer count recorded in the log is 0.
- The maximum count of clock buffers along a single path is 2.
- The count of cells in the finished layout, fillers not included, comes to 1720.
- Of the total power, registers draw 0.420.
- TritonCTS built the clock tree.
- Hold timing on the final database bottoms out at a slack of 0.684 ns.
- The layout cell share with drive strength beyond 1 is 0.337.
- For the completed layout, the total cell area is recorded as 11800 um2.
- The initial detailed-routing violation count is 518.
- The share of the synthesized area in the top cell type is 0.119.
- The number of inserted filler cells in the final layout is 1787.
- The dominant register cell is sky130_fd_sc_hd__edfxtp_1.
- The required time reported for the critical path endpoint is 17.09 ns.
- The remaining routing DRC violations is 0.
- The placeable core region is 20400 um2.
- The number of cell rows is 52.
- 23 endpoints have no timing constraint.
- The final reports fail on setup timing.
- The flow ran to the end, but the final reports show violations.
- In the setup report, the worst path falls into the class flip-flop to flip-flop.
- The combined buffer and inverter count along the critical path is 13.
- The clock insertion delay at the later pin of the skew report is 0.24 ns.
- After detailed routing, the number of vias per cell comes to 5.83.
- The synthesized cell area is 8410 um2.
- The yosys-reported design area after synthesis is 8410 um2.
- Setup repair after global routing could not meet its margin everywhere.
power groups by stage:
| stage | sequential, mW | combinational [mW] | clock (mW) |
|---|---|---|---|
| after CTS | 0.0325 | 0.00117 | 0.0441 |
| after global routing | 0.0324 | 0.00128 | 0.0451 |
| final | 0.0325 | 0.00116 | 0.0436 |
placed cells by master, fill, tap and decap left out, types with 29 or more instances in the layout:
cell / Yosys / layout
sky130_fd_sc_hd__buf_4: 1 / 285
sky130_fd_sc_hd__a21oi_1: 88 / 75
sky130_fd_sc_hd__xnor2_1: 49 / 45
sky130_fd_sc_hd__inv_1: 43 / 41
sky130_fd_sc_hd__nor2_1: 107 / 94
sky130_fd_sc_hd__a31oi_1: 30 / 29
sky130_fd_sc_hd__o21ai_0: 61 / 44
sky130_fd_sc_hd__ha_1: 80 / 60
sky130_fd_sc_hd__nand2_1: 107 / 98
sky130_fd_sc_hd__nor3_1: 36 / 33
sky130_fd_sc_hd__nand3_1: 32 / 29
timing repair:
action | 4_1_cts | 5_1_grt
endpoints found under the setup margin | 7 | 10
resized | 39 | 40
pin swaps | 38 | 84
buffers inserted | 60 | 19
per-layer routing:
layer,vias to the layer above,track usage,wire (um)
li1,5091,-,-
met1,4658,0.370,13100
met2,244,0.419,12800
met3,29,0.0149,1100
met4,0,0.0443,360
met5,-,0,0
registers in the layout, summed over array words and instances (netlist names):
register / cells
show_flag: 1
data_warn: 12
flash_flag: 3
path summary, 6_finish.rpt:
path | from | end | slack (ns) | cells past startpoint
worst max-delay path | data_warn[10] | data_warn[11] | -0.84 | 108
worst min-delay path | data_warn[0] | data_warn[0] | 0.68 | 1
worst max register to register | data_warn[10] | data_warn[11] | -0.84 | 108
worst min register to register | data_warn[0] | data_warn[0] | 0.68 | 1
kinds of logic (layout without fill, tap and decap cells):
| group | after synthesis | in the layout | synth area share |
|---|---|---|---|
| buf+inv | 89 | 359 | 0.0439 |
| flops | 16 | 16 | 0.0559 |
| other cells | 1 | 1 | 0.000446 |
| simple gates | 453 | 453 | 0.280 |
| mux | 23 | 23 | 0.0306 |
| compound gates | 440 | 440 | 0.384 |
| fa+ha+maj | 87 | 87 | 0.131 |
| xor+xnor | 71 | 71 | 0.0739 |
synthesized netlist by cell type, types with 6 or more instances:
| cell | instances |
|---|---|
| sky130_fd_sc_hd__nor3_1 | 36 |
| sky130_fd_sc_hd__and2_1 | 23 |
| sky130_fd_sc_hd__a21o_1 | 24 |
| sky130_fd_sc_hd__nand4_1 | 15 |
| sky130_fd_sc_hd__a31oi_1 | 30 |
| sky130_fd_sc_hd__o22ai_1 | 8 |
| sky130_fd_sc_hd__a22oi_1 | 10 |
| sky130_fd_sc_hd__clkbuf_1 | 29 |
| sky130_fd_sc_hd__edfxtp_1 | 15 |
| sky130_fd_sc_hd__or2_2 | 6 |
| sky130_fd_sc_hd__a211oi_2 | 7 |
| sky130_fd_sc_hd__o21a_1 | 15 |
| sky130_fd_sc_hd__inv_1 | 43 |
| sky130_fd_sc_hd__nor4_1 | 14 |
| sky130_fd_sc_hd__mux2_2 | 10 |
| sky130_fd_sc_hd__nor2_1 | 107 |
| sky130_fd_sc_hd__o21bai_1 | 13 |
| sky130_fd_sc_hd__ha_1 | 80 |
| sky130_fd_sc_hd__and3_1 | 11 |
| sky130_fd_sc_hd__o211ai_1 | 19 |
| sky130_fd_sc_hd__nand3b_1 | 6 |
| sky130_fd_sc_hd__o31ai_1 | 10 |
| sky130_fd_sc_hd__a21oi_2 | 7 |
| sky130_fd_sc_hd__nand3_1 | 32 |
| sky130_fd_sc_hd__nor2b_1 | 22 |
| sky130_fd_sc_hd__a211oi_1 | 16 |
| sky130_fd_sc_hd__buf_2 | 6 |
| sky130_fd_sc_hd__a21oi_1 | 88 |
| sky130_fd_sc_hd__mux2i_1 | 10 |
| sky130_fd_sc_hd__xor2_1 | 22 |
| sky130_fd_sc_hd__nand2b_1 | 17 |
| sky130_fd_sc_hd__a21boi_0 | 6 |
| sky130_fd_sc_hd__o21ai_1 | 13 |
| sky130_fd_sc_hd__o21ai_0 | 61 |
| sky130_fd_sc_hd__or3_1 | 15 |
| sky130_fd_sc_hd__xnor2_1 | 49 |
| sky130_fd_sc_hd__nand2_1 | 107 |
| sky130_fd_sc_hd__a211o_1 | 12 |
cell type report:
cell class	count	area, um2	share of cell area
well taps	270	338	0.0287
multi-input cells	1075	8330	0.707
repair buffers	309	2390	0.203
clock buffers	3	75.1	0.00637
flip-flops and latches	16	470	0.0399
inverters	47	183	0.0155
worst reg2reg max path: cells and delay by family, from the launching register on:
family                     cells  cell delay [ns]
buffers and inverters         13             1.65
AOI/OAI and AO/OA             39             6.01
muxes                          2             0.63
adders and majority gates     12             3.33
xor gates and xnor gates       3             0.39
and+or+nand+nor               39             5.30
DFF                            1             0.42
Power and IR drop assume default switching activity.
