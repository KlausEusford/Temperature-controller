==> design.v <==
module work_unity(data_changing,data_warn,ds_data,data_get_complete,p_para,i_para,d_para,heater_open,fan_open,work_c,high_len);
input data_changing;  
input [11:0]data_warn;		
input	[11:0]ds_data;  		
input data_get_complete;	
input [9:0]p_para;			
input [9:0]i_para;
input [9:0]d_para;
output reg heater_open;   
output reg fan_open;      
output reg work_c;       
output reg signed[15:0]high_len;	
parameter state_0  = 0;
parameter state_1  = 1;
parameter state_2  = 2;
parameter state_3  = 3;
parameter state_4  = 4;
parameter state_5  = 5;
parameter state_6  = 6;
parameter state_7  = 7;
parameter state_8  = 8;
parameter state_9  = 9;
parameter state_10  = 10;
parameter state_11  = 11;
parameter state_12  = 12;
parameter state_13  = 13;
parameter state_14  = 14;
parameter state_15  = 15;
always @(posedge data_get_complete)
begin
   if(!data_changing) 
	begin
      temp_cont;      
   end
	else					
	begin			
	    heater_open<=0;
		 contCMD<=0;
		 work_c<=0;
		 hter_error<=0;
		 hter_perror<=0;
		 hter_esum<=0;
		 hter_d<=0;
		 high_len<=0;
	end
end
reg signed[15:0]hter_error;    
reg signed[15:0]hter_perror; 	 
reg signed[15:0]hter_esum;     
reg signed[15:0]hter_d;
task heater_get;
begin
	hter_perror=hter_error;
	if(data_warn>ds_data)
		hter_error=data_warn-ds_data;
	else
	   begin
		    hter_error=ds_data-data_warn;
          hter_error=hter_error*(-1);			 
		end
	if(hter_error<0)
	   begin
	      high_len<=0;
	   end
	else if(hter_error>0)
	      high_len<=1000;
			else
				begin	
				if(hter_error>=2)
					begin
						hter_esum=hter_error+hter_esum;
						end
				hter_d=hter_error-hter_perror;
				high_len=hter_error*p_para+hter_esum*i_para/3+hter_d*d_para*100; 
				if(high_len>1000)
					begin
						high_len=15'd1000;
					end
				else if(high_len<0)
						begin	   
							high_len=15'd0;
						end	
			end
end
endtask
reg [3:0]contCMD;
reg [15:0]Count20000;
reg [11:0]Count1000;
reg [3:0]Count50;
reg [11:0]cont_fin;
reg [3:0]judge;
task temp_cont;
begin
      case(contCMD)
		state_0:
		begin
		   work_c<=0;
			fan_open<=0;
			if(data_warn>(ds_data+12'd10)||ds_data>(data_warn+12'd10)) contCMD<=state_1;
		end
		state_1:
		begin
		   work_c<=1;
		   if(ds_data==data_warn) contCMD<=state_2;
			heater_get;
		   if(ds_data>data_warn+1)
         begin		
 	   	   fan_open<=1;
				heater_open<=0;
         end
			else 
			    begin
			       fan_open<=0;
					 heater_open<=1;
			    end
		end
		state_2:
		begin
		   if(ds_data==data_warn)
			   begin
				   if(judge==16)
					   contCMD<=state_3;
					else
					   judge<=judge+1;
			   end
			else
			   begin
			      contCMD<=state_1;
			   end
		end
		state_3:
		begin
		   if(ds_data==data_warn)
			   begin
				   contCMD<=state_0;
					work_c<=0;
			   end
			else
			   begin
			      contCMD<=state_1;
			   end
		end
		endcase
end
endtask
endmodule 
==> run.sh <==
#!/bin/bash
# OpenROAD 26Q1-2900-gdf79404cd8, Yosys 0.63+post, stock flow scripts
make -C /OpenROAD-flow-scripts/flow DESIGN_CONFIG=/design/flow/config.mk WORK_HOME=/design/flow/orfs finish
==> config.mk <==
export PLATFORM = sky130hd
export DESIGN_NAME = work_unity
export DESIGN_NICKNAME = work_unity
export VERILOG_FILES = /design/flow/design.v
export SDC_FILE = /design/flow/constraint.sdc
export NUM_CORES = 4
export LEC_CHECK = 1
export CORE_UTILIZATION = 30
==> constraint.sdc <==
current_design work_unity

set clk_period 42.0
set clk_io_pct 0.2

create_clock -name clk0 -period $clk_period [get_ports {data_get_complete}]

set non_clock_inputs [all_inputs -no_clocks]
set_input_delay [expr $clk_period * $clk_io_pct] -clock clk0 $non_clock_inputs
set_output_delay [expr $clk_period * $clk_io_pct] -clock clk0 [all_outputs]
==> impl_metrics.py <==
# Metrics from the implementation run
metrics = {
    "worst_setup_path": {
        "cpLargestDelayFamily": "AND-OR/OR-AND gates",
        "cp-end-kind": "register",
        "critPathMaxStageDelay_ps": 700,
        "crit_buf_inv": 9,
        "critPathMaxFanout": 25,
        "r2r_cells": 89,
        "cp_common_cell": "a21oi_1",
        "path_depth": 108,
        "cp.arrival_ps": 32890,
        "cp_slowest_cell": "clkdlybuf4s50_1",
        "startpoint_type": "input pin",
        "critical_path_class": "in2reg",
        "cp.required_ps": 42220,
    },
    "floorplanning": {
        "die_w_um": 264.6,
        "die-area_um2": 70030,
        "row_count": 95,
        "io_pins": 75,
        "fp_util_pct": 30.54,
        "die_h_um": 264.6,
        "core_area_um2": 67750,
    },
    "clocking": {
        "numClockSinks": 51,
        "cts.reportedPaths.clkPinSlew_ps": 60,
        "clockBufferDepth": 2,
        "cts_root_buf": "clkbuf_16",
        "cts_tree": "built",
        "numCtsBuffers": 5,
        "ctsHtreeMaxLevel": 2,
        "cts_setup_buffers": 0,
        "clkLatencyLatePin_ps": 340,
        "post_cts_resized": 0,
        "hold_buffers": 0,
    },
    "layout": {
        "syn_to_final_growth_pct": 9.517,
        "fill_cells": 7087,
        "drive_above_1_share_pct": 4.408,
    },
    "synth": {
        "syn_avg_cell_area_um2": 8.264,
        "syn_inst": 2504,
        "yosysWarnings": 1,
        "yosys_cells": 2504,
        "ys_seq_share_pct": 4.982,
        "syn-cell-area_um2": 20690,
        "yosys_area_um2": 20690,
        "ys.flop_type": "dfxtp_1",
        "synth-seq-cells": 51,
        "synth-edff-count": 1,
        "ys_types": 97,
        "synth-async-reset-ratio_pct": 0,
    },
    "worst_hold_path": {
        "holdCritPathClass": "reg2reg",
        "whs_path_depth": 1,
    },
    "grt": {
        "overflow": 0,
        "grt_pass1_vias": 16840,
        "grt_pass1_wl_um": 88560,
        "grt_max_degree": 39,
        "antenna_found_initial": 2,
        "grt_use_total_pct": 16.04,
    },
    "drt": {
        "drc": 0,
        "drt_iter0_drc": 921,
        "vias_per_cell": 4.939,
        "drt-total-wl_um": 52290,
        "routedWlPerCell_um": 15.31,
        "route.vias.total": 16870,
        "ant_nets": 0,
        "drtPass1Iterations": 6,
    },
    "final_timing": {
        "max_slew_margin_pct": 43.29,
        "finalSetupViolCount": 0,
        "min_period_ps": 32670,
        "timing.final.ws_setup_ps": 9331,
        "fin_skew_ps": 19.63,
        "tns_ps": 0,
        "timing.fmax_mhz": 30.61,
        "slew_violations": 0,
        "hold_violations": 0,
        "post-route-period-util_pct": 77.78,
        "worst_pin_slew_ps": 850.7,
        "rsz0062_at_grt": "no",
    },
    "placed_design": {
        "io_buffers": 73,
        "pre_cts_ws_ps": 9159,
        "dp_hpwl_um": 42320,
        "gp_congestion": 0.9191,
    },
    "outcome": {
        "outcome": "finished, final reports clean",
    },
    "flow_run": {
        "warning_count": 40,
        "maxCapViolations": 0,
    },
}
through the flow:
step	area [um^2]	hold slack, ps	utilization [%]	cells
3_5_place_dp	22510	442.8	33.22	3406
4_1_cts	22660	464.3	33.44	3414
5_1_grt	22660	493.9	33.45	3415
2_1_floorplan	20690	401.4	-	2504
3_3_place_gp	22510	440.7	33.22	3406
6_report	22660	459.4	33.45	3415
layout make-up:
class | instances | area (um^2) | area share, %
Multi-Input combinational cell | 2038 | 18090 | 79.81
Inverter | 324 | 1216 | 5.367
Tap cell | 873 | 1092 | 4.820
Timing Repair Buffer | 120 | 1079 | 4.759
Sequential cell | 51 | 1031 | 4.549
Clock buffer | 5 | 125.1 | 0.5521
Clock inverter | 3 | 28.78 | 0.1270
Antenna cell | 1 | 2.502 | 0.01104
sequential cells by signal, indices dropped and copies added, names as in the netlist:
signal       flops
hter_esum       16
high_len        15
hter_error      14
contCMD          3
fan_open         1
heater_open      1
work_c           1
worst paths after layout:
path	startpoint	end	slack (ps)
min reg2reg	high_len[13]$_SDFFE_PP0P_	high_len[13]$_SDFFE_PP0P_	460
max reg2reg	hter_esum[1]$_SDFFE_PP0P_	high_len[5]$_SDFFE_PP0P_	20720
max	data_warn[1]	high_len[5]$_SDFFE_PP0P_	9330
min	high_len[13]$_SDFFE_PP0P_	high_len[13]$_SDFFE_PP0P_	460
synth_stat cells, drive strengths merged, types with 12 or more instances:
library cell  number  area, um^2
mux2i             27       270.3
xnor2            156        1385
o21ai             92       464.2
o21bai            30       225.2
nand2            274        1028
or2               13       81.33
fa               275        5505
nor2b             68       425.4
nor4              17       112.6
nand3             39       200.2
nand4             20       131.4
a22o              12       105.1
dfxtp             50        1001
nand2b            31       193.9
a31oi             16       100.1
clkbuf            68       255.2
a21oi            118       594.3
nor2             112       422.9
xor2              50       452.9
buf               23       108.9
mux2              20       225.2
nor3              40       200.2
ha               240        3003
a21o              55       412.9
o211ai            13       97.59
and2             161        1007
a211oi            13       107.6
inv              324        1216
worst register-to-register path, delay by kind of cell (launching register included):
kind                       cells  cell delay, ps
and+or+nand+nor               18            4420
adders and majority gates     14            4320
muxes                          2             740
AOI/OAI and AO/OA             39            8030
DFF                            1             330
xor gates and xnor gates      11            2960
buffers and inverters          5             350
routing by layer:
| metal | part of all wire (%) | track usage, % | wire, um |
|---|---|---|---|
| met1 | 46 | 23.04 | 23830 |
| met2 | 47 | 26.15 | 24770 |
| met3 | 5.0 | 2.796 | 2630 |
| met4 | 2.0 | 2.656 | 1061 |
| met5 | 0 | 0 | 0 |
cell usage in the layout, fill, tap and decap left out, drive strengths merged, types with 68 or more instances in the layout:
| cell type | instances |
|---|---|
| clkdlybuf4s50 | 72 |
| nor2 | 112 |
| xnor2 | 156 |
| ha | 240 |
| inv | 325 |
| fa | 275 |
| and2 | 161 |
| nor2b | 68 |
| nand2 | 274 |
| o21ai | 92 |
| a21oi | 118 |
logic make-up after synthesis:
family                     after synthesis  synth area share [%]
DFF                                     51                 4.982
other                                    1               0.01812
buffers and inverters                  415                 7.637
xor gates and xnor gates               206                 8.883
muxes                                   48                 2.503
adders and majority gates              516                 41.17
and+or+nand+nor                        805                 19.46
AOI/OAI and AO/OA                      462                 15.35
